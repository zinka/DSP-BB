==> design/flow/design.v <==
`timescale 1ns / 1ps
`default_nettype none
module qmults#(
	parameter Q = 15,
	parameter N = 32
	)
	(
	input 	[N-1:0]  i_multiplicand,
	input 	[N-1:0]	i_multiplier,
	input 	i_start,
	input 	i_clk,
	output 	[N-1:0] o_result_out,
	output 	o_complete,
	output	        o_overflow
	);
	reg [2*N-2:0]	reg_working_result;		 
	reg [2*N-2:0]	reg_multiplier_temp;		 
	reg [N-1:0]		reg_multiplicand_temp;	 
	reg [N-1:0] 			reg_count; 		 
	reg					reg_done;		 
	reg					reg_sign;		 
	reg					reg_overflow;	 
	initial reg_done = 1'b1;			 
	initial reg_overflow = 1'b0;		 
	initial reg_sign = 1'b0;			 
	assign o_result_out[N-2:0] = reg_working_result[N-2+Q:Q];	 
	assign o_result_out[N-1] = reg_sign;								 
	assign o_complete = reg_done;											 
	assign o_overflow = reg_overflow;									 
	always @( posedge i_clk ) begin
		if( reg_done && i_start ) begin										 
			reg_done <= 1'b0;														 
			reg_count <= 0;														 
			reg_working_result <= 0;											 
			reg_multiplier_temp <= 0;											 
			reg_multiplicand_temp <= 0;										 
			reg_overflow <= 1'b0;												 
			reg_multiplicand_temp <= i_multiplicand[N-2:0];				 
			reg_multiplier_temp <= i_multiplier[N-2:0];					 
			reg_sign <= i_multiplicand[N-1] ^ i_multiplier[N-1];		 
			end 
		else if (!reg_done) begin
			if (reg_multiplicand_temp[reg_count] == 1'b1)								 
				reg_working_result <= reg_working_result + reg_multiplier_temp;	 
			reg_multiplier_temp <= reg_multiplier_temp << 1;						 
			reg_count <= reg_count + 1;													 
			if(reg_count == N) begin
				reg_done <= 1'b1;										 
				if (reg_working_result[2*N-2:N-1+Q] > 0)			 
					reg_overflow <= 1'b1;
				end
			end
		end
endmodule
==> design/flow/run.sh <==
#!/bin/bash
# OpenROAD 26Q1-2900-gdf79404cd8, Yosys 0.63+post, stock flow scripts
make -C /OpenROAD-flow-scripts/flow DESIGN_CONFIG=/design/flow/config.mk WORK_HOME=/design/flow/orfs finish
==> design/flow/config.mk <==
export PLATFORM = sky130hd
export DESIGN_NAME = qmults
export DESIGN_NICKNAME = qmults
export VERILOG_FILES = /design/flow/design.v
export SDC_FILE = /design/flow/constraint.sdc
export NUM_CORES = 4
export LEC_CHECK = 1
export CORE_UTILIZATION = 30
==> design/flow/constraint.sdc <==
current_design qmults

set clk_period 18.6
set clk_io_pct 0.2

create_clock -name clk0 -period $clk_period [get_ports {i_clk}]

set non_clock_inputs [all_inputs -no_clocks]
set_input_delay [expr $clk_period * $clk_io_pct] -clock clk0 $non_clock_inputs
set_output_delay [expr $clk_period * $clk_io_pct] -clock clk0 [all_outputs]
==> results.py <==
# Synthesis and PnR figures
metrics = {
    "grt": {
        "grt_antenna_before_repair": 0,
        "grt_pass1_vias": 8546,
        "grt_first_pass_wirelength_um": 43700,
        "largest_net_degree_at_the_start_of_global_routing": 81,
        "grt_remaining_overflow": 0,
        "global_route.usage.total_pct": 14.2,
    },
    "yosys": {
        "largest_area_cell": "dfxtp_1",
        "dominantRegCellSynth": "dfxtp_1",
        "synthDistinctLibCells": 63,
        "yosys-stat-cells": 1292,
        "synth.avg_cell_area_um2": 8.71,
        "edf_count": 63,
        "synth.area.top_cells": "dfxtp_1, edfxtp_1, ha_1",
        "postSynth.asyncResetShare_pct": 0,
        "common_cells": "nand2_1, dfxtp_1, nor2_1",
        "syn_inst": 1292,
        "syn_area_um2": 11300,
        "synthMostInstantiatedCell": "nand2_1",
        "synth.yosys.seq_area_share_pct": 39.8,
        "ys_area_um2": 11300,
        "yosysWarningCount": 1,
        "synth_largest_type_area_fraction_pct": 22.9,
        "postSynthRegisterBits": 192,
    },
    "detailed_routing": {
        "drt_pre_antenna_iters": 5,
        "avgViaCountPerCell": 5.00,
        "detail_route.wl_per_cell_um": 14.4,
        "ant_nets": 0,
        "wl_um": 25800,
        "remaining_drc_errors": 0,
        "detail_route.antenna_diodes": 0,
        "drtIter0Drc": 513,
        "num_vias": 9001,
    },
    "finish": {
        "layout_cells_sized_above_1_pct": 4.50,
        "instances_no_fill": 1800,
        "syn2layout_area_growth_pct": 15.6,
        "fillcell_total": 3708,
        "multiInputGateArea_um2": 6080,
        "area.sequential_um2": 4480,
    },
    "sta": {
        "max_clock_freq_mhz": 162,
        "timing.final.hold_violations": 0,
        "fin_tns_setup_ps": 0,
        "setup_violations": 0,
        "max_slew_margin_pct": 38.1,
        "min_period_over_period_pct": 33.2,
        "period_needed_ps": 6170,
        "timing_max_transition_violations_final": 0,
        "worstMarginPinSlew_ps": 905,
        "rsz0062_at_grt": "false",
        "finClkSkew_ps": 15.3,
    },
    "clocking": {
        "path_clk_slew_ps": 80,
        "postCtsSetupBuffers": 0,
        "cts.htree.levels": 4,
        "tritoncts": "yes",
        "ctsLongestPathBuffers": 2,
        "insertion_delay_ps": 440,
        "cts.hold.buffers_added": 0,
        "clock_tree.root_cell": "clkbuf_16",
        "cts_inserted_buffers": 17,
        "cts_repair_resize_count": 0,
        "tritoncts_num_sinks": 192,
    },
    "die": {
        "die_height_um": 196,
        "floorplan.die.width_um": 196,
        "die_area_um2": 38300,
        "floorplan.core_util_pct": 30.6,
        "num_rows": 70,
        "core_area_um2": 36800,
        "io_pins": 100,
    },
    "placement": {
        "number_of_buffers_inserted_by_port_buffering": 99,
        "placed_cells": 1768,
        "hpwl_um": 18500,
        "globalplace.congestion": 0.922,
    },
    "pwr": {
        "p_clk_share_pct": 21.5,
        "sequentialPowerShare_pct": 36.1,
        "netSwitchingPower_mw": 0.667,
        "max-vdd-ir-drop_v": 0.0000808,
        "intPower_mw": 1.05,
        "power_density_nw_per_um2": 132,
        "swShare_pct": 38.8,
        "cellLeakagePower_nw": 5.33,
        "p_comb_share_pct": 42.4,
    },
    "worst_setup_path": {
        "critPathCaptureType": "flip-flop",
        "timing.critical_path.from_type": "primary input",
        "crit_type": "primary input to flip-flop",
        "crit_path_max_fanout": 58,
        "cp.arrival_ps": 6460,
        "critPathRequiredTime_ps": 18890,
    },
    "min_path": {
        "hold_path.class": "flip-flop to flip-flop",
    },
    "job": {
        "warning_count": 26,
        "timing.max_cap.violations": 0,
    },
    "outcome": {
        "run_status": "complete, no violations",
    },
}
-- worst paths after layout --
path	slack [ps]	to	startpoint	cells past startpoint
max	12430	reg_working_result[60]	i_start	9
min	480	reg_multiplier_temp[32]	reg_multiplier_temp[31]	2
max reg2reg	14440	reg_working_result[61]	reg_multiplier_temp[12]	12
min reg2reg	480	reg_multiplier_temp[32]	reg_multiplier_temp[31]	2
-- kinds of logic (layout without fill, tap and decap cells) --
group / after synthesis / in the layout / share of synthesized area [%]
simple gates: 458 / 458 / 18.7
compound gates: 301 / 301 / 16.8
flops: 192 / 192 / 39.8
buf+inv: 152 / 192 / 6.29
xor+xnor: 70 / 70 / 5.45
fa+ha+maj: 65 / 65 / 7.29
mux: 54 / 54 / 5.69
-- worst max-delay path, cell delays in order --
cell and delay, ps:
clkdlybuf4s50_1 460, buf_4 400, nand2_2 80, buf_4 380, inv_4 350, buf_4 590
nor3_1 160, mux2i_1 180, o221ai_1 120
-- metal layers --
layer  routed length (µm)  vias to the layer above  GRT usage, %  part of all wire [%]
li1                     -                     4645             -                     -
met1                13000                     4190          22.2                    50
met2                11400                      156          21.8                    44
met3                 1160                       10          2.42                   4.5
met4                  209                        0          1.07                  0.81
met5                    0                        -             0                     0
-- cell usage in the layout (no fill, tap or decap), types with 46 or more instances in the layout --
| cell | instances |
|---|---|
| dfxtp_1 | 128 |
| inv_1 | 48 |
| nand2_1 | 204 |
| o21ai_0 | 58 |
| edfxtp_1 | 63 |
| a21oi_1 | 84 |
| mux2i_1 | 46 |
| nor2_1 | 101 |
| ha_1 | 64 |
| clkdlybuf4s50_1 | 99 |
-- flip-flops by register name, summed over array words and instances (netlist names) --
register               cells
reg_multiplier_temp       63
reg_working_result        63
reg_count                 32
reg_multiplicand_temp     31
reg_done                   1
reg_overflow               1
reg_sign                   1
-- power groups by stage --
stage / clock network (mW) / logic, mW / registers, mW
4_1_cts: 0.383 / 0.732 / 0.622
5_1_grt: 0.402 / 0.821 / 0.635
6_report: 0.371 / 0.730 / 0.620
-- final cells by class --
cell class / instances / area share [%]
tap: 468 / 4.50
multi-input combinational: 948 / 46.7
clock inverter: 15 / 1.40
inverter: 50 / 1.46
timing repair buffer: 110 / 8.25
sequential: 192 / 34.4
clock buffer: 17 / 3.27
-- stage by stage --
stage / hold slack, ps / utilization [%] / total power, mW / cell area (µm²) / setup slack, ps
6_report: 480 / 35.4 / 1.72 / 13000 / 12430
3_5_place_dp: 457 / 33.7 / 1.36 / 12400 / 11950
4_1_cts: 481 / 35.4 / 1.74 / 13000 / 12410
5_1_grt: 506 / 35.4 / 1.86 / 13000 / 12180
2_1_floorplan: 413 / - / 1.18 / 11300 / 13140
3_3_place_gp: 464 / 33.7 / 1.35 / 12400 / 11970
Power is estimated from default activity; no workload was simulated.
