==> design/flow/design.v <==
`timescale 1ns/1ns
`default_nettype none
module qadd #(
           parameter Q = 15,  
           parameter N = 32   
       )
       (
           input  wire i_clk,
           input  wire [N-1:0] a,   
           input  wire [N-1:0] b,   
           output reg  [N-1:0] c    
       );
always @(posedge i_clk)
begin
    if(a[N-1] == b[N-1])
    begin
        c[N-2:0] <= a[N-2:0] + b[N-2:0];
        c[N-1] <= a[N-1];
    end
    else if(a[N-1] == 0 && b[N-1] == 1)
    begin
        if( a[N-2:0] > b[N-2:0] )
        begin
            c[N-2:0] <= a[N-2:0] - b[N-2:0];
            c[N-1] <= 0;
        end
        else
        begin
            c[N-2:0] <= b[N-2:0] - a[N-2:0];
            if (c[N-2:0] == 0) c[N-1] <= 0;
            else c[N-1] <= 1;
        end
    end
    else
    begin
        if( a[N-2:0] > b[N-2:0] )
        begin
            c[N-2:0] <= a[N-2:0] - b[N-2:0];
            if (c[N-2:0] == 0)
                c[N-1] <= 0;
            else
                c[N-1] <= 1;
        end
        else
        begin
            c[N-2:0] <= b[N-2:0] - a[N-2:0];
            c[N-1] <= 0;
        end
    end
end
endmodule
==> design/flow/run.sh <==
#!/bin/bash
# OpenROAD 26Q1-2900-gdf79404cd8, Yosys 0.63+post, stock flow scripts
make -C /OpenROAD-flow-scripts/flow DESIGN_CONFIG=/design/flow/config.mk WORK_HOME=/design/flow/orfs finish
==> design/flow/config.mk <==
export PLATFORM = sky130hd
export DESIGN_NAME = qadd
export DESIGN_NICKNAME = qadd
export VERILOG_FILES = /design/flow/design.v
export SDC_FILE = /design/flow/constraint.sdc
export NUM_CORES = 4
export LEC_CHECK = 1
export CORE_UTILIZATION = 50
==> design/flow/constraint.sdc <==
current_design qadd

set clk_period 19.1
set clk_io_pct 0.2

create_clock -name clk0 -period $clk_period [get_ports {i_clk}]

set non_clock_inputs [all_inputs -no_clocks]
set_input_delay [expr $clk_period * $clk_io_pct] -clock clk0 $non_clock_inputs
set_output_delay [expr $clk_period * $clk_io_pct] -clock clk0 [all_outputs]
==> notes.md <==
flow finished, numbers: Synth Seq Share 11.35%, flops & latches, synth 32, CP Capture Type register, fin crit share 39.51%, total number of vias 6138, initial antenna violation count 0, Root Buffer clkbuf_16, CTS tree built, reg2reg end c[31], Mapped Area 5643 um2, clk buf depth 2, clock slew at reported path FFs 0.06 ns, Layout Skew 0.006008 ns, CP arrival 7.73 ns, routed wire length 17870 um, number of CTS-inserted buffers 5, Yosys Instances 797, Layout fillers 991, Worst-Skew Late Latency 0.28 ns, Syn Inst Count 797, Hold EP c[31], H-Tree Depth 2, Pint 0.0002441 W, Worst Tran Pin Value 0.8388 ns, Avg Synthesized Cell Area 7.080 um2, Non-Filler Instances 1005, final hold vios 0, Cell Pwr Density 59.88 nW/um2, Worst Setup SP a[20], top cells, area ha_1 (20%), dfxtp_1 (11%), a21oi_1 (7.7%), inv_1 (6.4%), o21ai_0 (4.5%), Avg WL per Cell 17.78 um, Pre-Repair DR Iteration Count 7, Final Critical Period 7.546 ns, post-DP HPWL 14130 um, type of the tightest min-delay check register to register, All-Layer GR Usage 31.71%, slowest stage delay, CP 0.50 ns, RSZ-0062 raised after global routing no, status completed, EDFF count, synth 0, area reported by Yosys stat 5643 um2, Comb power frac 55.9%, slowest stage cell, crit path clkdlybuf4s50_1, Largest Register c, worst path cell trace clkdlybuf4s50_1 > inv_1 > ha_1 > inv_1 > nor4_2 > and4_1 > nand3b_1 > o21ba_2 > nor2_4 > mux2_2 > a2bb2oi_1 > nor2_1 > a211oi_1, P_leak 2.990 nW, asr flop ratio synth 0%, Sum Neg Setup Slack 0 ns, most common cell in the netlist inv_1, Largest delay share family, worst path simple AND/OR/NAND/NOR gates, Initial DRC Count 431, Seq. cell area 640.6 um2, Dominant flop cell dfxtp_1, Floorplan Utilization 51.60%, vias in the first global route 5662, Total Power 0.0004044 W, Die Ht 108.2 um, share of layout cells above drive strength 1 2.890%, Core Region 10940 um2, Crit path top cell by count inv_1, Hold Worst Slack 0.6685 ns, Clk pwr share 19.4%, hold path startpoint c[4], ANT cells 0, Crit Path Class primary input to register, utilization after layout 61.76%, first-pass GRT wire length 28710 um, placed cells 998, Peak Freq 132.5 MHz, max-slew violations 0, Max rail drop VDD 0.04897 mV, post-synth top area cell ha_1, commonest cells in the netlist inv_1 (96), ha_1 (92), a21oi_1 (87), IO Count 97, Largest register FFs 32, Worst Path Required 19.28 ns, OpenROAD warning count 86, Worst Path Max Fanout 15, max_cap viols 0, register share of total power 24.7%, chip area 11710 um2, Post-DRT Antenna Nets 0, port bufs 96, hold path depth 4, gpl congestion 0.9909, Sw Share 39.63%, FP Rows 38, comb. cell area 4468 um2, total clock sinks 32, Buf/Inv on CP 3, Slew Limit Headroom 43.73%, drt drc 0, Netlist cell types 70, P&R area growth vs syn 19.69%, sw power 0.0001603 W, Worst R2R Setup Slack 17.52 ns, CP Launch Type primary input, r2r startpoint c[22], post-CTS resize count 0, DR vias/cell 6.107, reg2reg path depth 4, largest net degree at the start of global routing 46, biggest regs c (32), final setup vio count 0, Yosys warnings 1, Hold-fix buffers, CTS 0, Chip Width 108.2 um, number of post-CTS setup repair buffers 0, Max-area cell share 20.40%, gr ovfl total 0
-- area by class of cell --
class	instances	area share (%)
Multi-Input combinational cell	631	66.15
Sequential cell	32	9.485
Tap cell	140	2.594
Timing Repair Buffer	97	14.34
Clock buffer	6	1.908
Inverter	98	5.446
Clock inverter	1	0.07410
-- worst reg2reg max path, cell delays in order, from the launching register on --
cell	delay (ns)
dfxtp_1	0.36
nor4_1	0.54
nand4_1	0.25
o21ai_0	0.21
o21ai_0	0.09
-- placed cells by master (no fill, tap or decap), drive strengths merged, types with 15 or more instances in the layout --
master / Yosys / routed
inv: 97 / 97
clkdlybuf4s50: 0 / 96
ha: 92 / 92
a21oi: 87 / 87
nor2: 69 / 69
o21ai: 53 / 53
nand2: 45 / 45
dfxtp: 32 / 32
xnor2: 28 / 28
nor3: 22 / 22
a211oi: 21 / 21
o21bai: 17 / 17
o211ai: 15 / 15
nand4: 15 / 15
-- per-stage QoR --
step	setup slack, ns	instance area (um2)
3_5_place_dp	11.32	6620
6_report	11.55	6754
4_1_cts	11.60	6754
2_1_floorplan	12.57	5643
3_3_place_gp	11.30	6620
5_1_grt	11.31	6754
-- metal layers --
metal,track usage (%),part of all wire [%],vias to the layer above
met5,0,0,-
met3,5.031,8.2,36
met4,6.556,2.0,0
met2,48.50,44,306
li1,-,-,2985
met1,47.26,46,2811
-- how the worst max path moves through the flow --
stage | end | slack, ns | cells past startpoint
after CTS | c[5] | 11.60 | 13
final | c[5] | 11.55 | 13
after global routing | c[5] | 11.31 | 13
-- kinds of logic (layout without fill, tap and decap cells) --
family / after synthesis / count (layout) / share of synthesized area [%]
AND-OR/OR-AND: 275 / 275 / 31.53
XOR/XNOR: 29 / 29 / 4.501
adder cells (fa/ha/maj): 95 / 95 / 21.46
buffers and inverters: 134 / 202 / 9.468
flip-flops: 32 / 32 / 11.35
multiplexers: 12 / 12 / 2.395
AND/OR/NAND/NOR: 220 / 220 / 19.29
-- power groups by stage --
stage | registers [W] | logic, W | clock network [W]
after CTS | 0.000100 | 0.000224 | 0.0000808
after global routing | 0.000102 | 0.000249 | 0.0000825
final | 0.0000998 | 0.000226 | 0.0000784
Power is estimated from default activity; no workload was simulated.
