$ cat design/flow/config.mk
export PLATFORM = sky130hd
export DESIGN_NAME = int_clk_div
export DESIGN_NICKNAME = int_clk_div
export VERILOG_FILES = /design/flow/design.v
export SDC_FILE = /design/flow/constraint.sdc
export NUM_CORES = 4
export LEC_CHECK = 1
export CORE_AREA = 10 10 86 86
export DIE_AREA = 0 0 96 96
$ cat design/flow/constraint.sdc
current_design int_clk_div

set clk_period 4.3
set clk_io_pct 0.2

create_clock -name clk0 -period $clk_period [get_ports {i_clk}]

set non_clock_inputs [all_inputs -no_clocks]
set_input_delay [expr $clk_period * $clk_io_pct] -clock clk0 $non_clock_inputs
set_output_delay [expr $clk_period * $clk_io_pct] -clock clk0 [all_outputs]
$ cat design/flow/design.v
`default_nettype none
module int_clk_div 
    #(
        parameter COUNTER_WID = 5'd19,
        parameter HALF_CLOCK_STRECH = 19'd4
    )(
    output reg o_clk,                          
    input wire i_ce,                           
    input wire i_clk,                          
    input wire i_rstn                          
);
    localparam 
    RESET = 2'b00, 
    IDLE  = 2'b01, 
    START = 2'b10; 
    reg [1:0] state;
    reg [1:0] nextstate;
    reg [(COUNTER_WID-1):0] counter;  
    reg o_clk_stb;                  
    initial counter[(COUNTER_WID-1):0] = 0;
    initial o_clk = 1'b0;
    initial o_clk_stb = 1'b0;
    initial state = RESET;
    always @* begin
        nextstate = state;  
        case (state)
            RESET: if (i_ce)   nextstate = START;
            IDLE : if (i_ce)   nextstate = START;
            START: if (!i_ce)  nextstate = IDLE;
        endcase
    end
    always @(posedge i_clk) begin
        if (!i_rstn)
            state <= RESET;
        else
            state <= nextstate;
    end
    always @(posedge i_clk) begin
        if (!i_rstn) begin
            counter[(COUNTER_WID-1):0] <= 0;
            o_clk <= 1'b0;
            o_clk_stb <= 1'b0;
        end
        else begin
            counter[(COUNTER_WID-1):0] <= o_clk_stb? 0 : (counter + 1'b1);  
            o_clk <= o_clk_stb? (!o_clk) : o_clk;  
            o_clk_stb <= (counter == (HALF_CLOCK_STRECH-2));  
            case (nextstate)
                RESET: begin
                              counter[(COUNTER_WID-1):0] <= 0;
                              o_clk <= 1'b0;
                              o_clk_stb <= 1'b0;
                end
                IDLE : begin
                              counter[(COUNTER_WID-1):0] <= counter;
                              o_clk <= o_clk;
                              o_clk_stb <= o_clk_stb;
                end
            endcase
        end
    end
endmodule
$ cat design/flow/run.sh
#!/bin/bash
# OpenROAD 26Q1-2900-gdf79404cd8, Yosys 0.63+post, stock flow scripts
make -C /OpenROAD-flow-scripts/flow DESIGN_CONFIG=/design/flow/config.mk WORK_HOME=/design/flow/orfs finish
==> flow_summary.json <==
{
  "run_status": "completed",
  "postLayoutCoreUtil_pct": 24.1,
  "core_mm2": 0.00554,
  "ys_cells": 132,
  "top_cell_area_share_pct": 39.1,
  "cts_resized": 0,
  "tns_ns": 0,
  "cts_num_sinks": 23,
  "cts_hold_buf": 0,
  "powerDensity_mw_per_mm2": 286,
  "r2r-end": "counter[14]",
  "most_common_cell": "dfxtp_1",
  "avgViaCountPerCell": 4.84,
  "antenna_cells": 0,
  "flop_cell": "dfxtp_1",
  "die_y_um": 96,
  "rr_worst_depth": 4,
  "dr.pass1.iters": 4,
  "area_growth_pct": 13.3,
  "min_to": "counter[18]",
  "syn_avg_cell_area_um2": 8.93,
  "pre_cts_ws_ns": 1.58,
  "post-cts-setup-buffers": 0,
  "dpl.hpwl_mm": 1.73,
  "worstHoldPathCells": 2,
  "crit_arrival_ns": 2.69,
  "critical_path_class": "primary input to register",
  "async_flop_share_pct": 0,
  "dpl_cell_area_mm2": 0.00129,
  "ys_warn_count": 1,
  "yosysSeqAreaShare_pct": 39.1,
  "required_ns": 4.50,
  "pwr-share-seq_pct": 57.9,
  "p_sw_share_pct": 23.7,
  "regToRegSetupSlack_ns": 2.42,
  "rsz0062_at_grt": "false",
  "edf_count": 0,
  "drc": 0,
  "drt-total-wl_mm": 2.44,
  "grt_usage_pct": 5.79,
  "clock_skew_ns": 0.00538,
  "critPathCaptureType": "register",
  "crit_chain": "clkdlybuf4s50_1 -> o21ai_0 -> or4_1 -> a21oi_1",
  "fmax_mhz": 402,
  "grt_pass1_wl_mm": 4.51,
  "synthTopCellsByCount": "dfxtp_1, a21oi_1, nor2_1, or4_1",
  "p_switching_uw": 90.3,
  "layout-drive-gt1-share_pct": 9.56,
  "maxCapViolCount": 0,
  "syn_inst": 132,
  "setup_viol": 0,
  "timing.final.ws_setup_ns": 1.81,
  "clkSlewWorstSetupHoldPaths_ns": 0.08,
  "topCellsByArea": "dfxtp_1, or4_1, a21oi_1",
  "cp_max_fo": 14,
  "netlist_area_mm2": 0.00118,
  "critPathSlowestCell": "clkdlybuf4s50_1",
  "via_count": 1007,
  "reg2reg_from": "state[1]",
  "min_period_over_period_pct": 57.9,
  "insertion_delay_ns": 0.26,
  "power_frac_clock_pct": 35.1,
  "power_uw": 382,
  "antenna_found_initial": 0,
  "holdCritStartpoint": "counter[18]",
  "cts_root_buf": "clkbuf_8",
  "drt_iter0_drc": 84,
  "die-width_um": 96,
  "grt_max_degree": 15,
  "hp-class": "register to register",
  "rows": 27,
  "cts_tree": "built",
  "start_kind": "primary input",
  "cts_max_path_buffers": 2,
  "warning_count": 26,
  "globalRouteOverflowTotal": 0,
  "ys.flops": 23,
  "io_pins": 4,
  "total_leakage_power_nw": 0.406,
  "post-route-min-period_ns": 2.49,
  "tightestPinTransition_ns": 0.653,
  "numCtsBuffers": 3,
  "maxSlewViolCount": 0,
  "ant_nets": 0,
  "routabilityCongestion": 0.803,
  "fin_area_mm2": 0.00134,
  "slew-limit-headroom_pct": 56.0,
  "cts-htree-levels": 1,
  "grt_pass1_vias": 983,
  "yosysUniqueCellTypes": 38,
  "initial_core_util_pct": 21.3,
  "final-hold-violation-count": 0,
  "port_buffers": 3,
  "vdd_drop_max_v": 0.000127,
  "power.combinational.fraction_pct": 7.0,
  "intPower_uw": 291,
  "yosysChipArea_mm2": 0.00118,
  "post_drt_wl_per_cell_um": 11.7,
  "max_stage_delay_ns": 0.76,
  "largest_area_cell": "dfxtp_1",
  "die_area_mm2": 0.00922
}
## power groups by stage
stage / Clock [mW] / Combinational (mW) / Sequential [mW]
4_1_cts: 0.139 / 0.0268 / 0.221
5_1_grt: 0.148 / 0.0303 / 0.222
6_report: 0.134 / 0.0268 / 0.221
## worst max-delay path by stage
stage | start | to
6_report | i_ce | counter[14]
5_1_grt | i_ce | counter[16]
4_1_cts | i_ce | counter[14]
## per-stage QoR
step / hold slack, ns / instances
finish: 0.500 / 208
detailed placement: 0.479 / 204
CTS: 0.497 / 208
global route: 0.539 / 208
global placement: 0.474 / 204
floorplan: 0.441 / 132
## cell families after synthesis
kind of cell,Yosys count,share of synthesized area [%]
buffers and inverters,9,3.71
flip-flops,23,39.1
adder cells (fa/ha/maj),4,3.82
AND-OR/OR-AND,38,20.5
XOR/XNOR,8,6.58
AND/OR/NAND/NOR,50,26.3
## critical path, delay by kind of cell
kind | cells | cell delay [ns]
compound gates | 2 | 0.52
buf+inv | 1 | 0.76
simple gates | 1 | 0.54
## registers in the layout, indices dropped and copies added (netlist names)
name and count:
o_clk 1, counter 19, state 2, o_clk_stb 1
## final cells by class
cell class                      instances  area (um2)
Fill cell                             609        4210
Multi-Input combinational cell        100         682
Sequential cell                        23         460
Tap cell                               72        90.1
Clock buffer                            3        41.3
Timing Repair Buffer                    4        37.5
Inverter                                5        18.8
Clock inverter                          1        5.00
## cells in the final DEF (no fill, tap or decap)
| cell | count |
|---|---|
| a21boi_0 | 1 |
| a21o_1 | 1 |
| a21oi_1 | 11 |
| a31oi_1 | 2 |
| and2_1 | 3 |
| and3_1 | 1 |
| and3_2 | 1 |
| and3b_1 | 1 |
| and4_2 | 1 |
| and4_4 | 1 |
| buf_4 | 1 |
| clkbuf_8 | 3 |
| clkdlybuf4s50_1 | 3 |
| clkinv_2 | 1 |
| dfxtp_1 | 23 |
| ha_1 | 2 |
| inv_1 | 5 |
| maj3_1 | 2 |
| nand2_1 | 6 |
| nand3_1 | 5 |
| nand4_1 | 5 |
| nand4_4 | 1 |
| nor2_1 | 8 |
| nor3_1 | 1 |
| nor4_1 | 2 |
| nor4b_1 | 1 |
| o2111ai_1 | 1 |
| o211ai_1 | 7 |
| o21ai_0 | 7 |
| o221ai_1 | 1 |
| o311ai_2 | 1 |
| o31ai_1 | 6 |
| or2_2 | 2 |
| or3_1 | 3 |
| or4_1 | 8 |
| xnor2_1 | 1 |
| xnor2_2 | 1 |
| xor2_1 | 6 |
## routing by layer
metal | share of wire [%] | global-route usage (%)
met3 | 2.5 | 0.865
met1 | 53 | 8.53
met2 | 43 | 8.86
met4 | 1.2 | 1.11
met5 | 0 | 0
Power figures rest on the tool's default switching activity, not on a simulated workload.
